File: design/flow/run.sh
#!/bin/bash
# OpenROAD 26Q1-2900-gdf79404cd8, Yosys 0.63+post, stock flow scripts
make -C /OpenROAD-flow-scripts/flow DESIGN_CONFIG=/design/flow/config.mk WORK_HOME=/design/flow/orfs finish
File: design/flow/config.mk
export PLATFORM = sky130hd
export DESIGN_NAME = Top
export DESIGN_NICKNAME = Top
export VERILOG_FILES = /design/flow/design.v
export SDC_FILE = /design/flow/constraint.sdc
export NUM_CORES = 4
export LEC_CHECK = 1
export CORE_UTILIZATION = 50
File: design/flow/constraint.sdc
current_design Top

set clk_period 15.7
set clk_io_pct 0.2

create_clock -name clk0 -period $clk_period [get_ports {i_clk}]

set non_clock_inputs [all_inputs -no_clocks]
set_input_delay [expr $clk_period * $clk_io_pct] -clock clk0 $non_clock_inputs
set_output_delay [expr $clk_period * $clk_io_pct] -clock clk0 [all_outputs]
File: design/flow/design.v
module Top(
	input i_clk,
	input i_rst,
	input i_start,
	output [3:0] o_random_out
);
	enum {IDLE, RUN} state_w, state_r;
	logic [31:0] counter_w, counter_r;
	logic [3:0]  random_w, random_r;
	logic [31:0] random_seed_w, random_seed_r;
	assign o_random_out = random_w;
	always_comb begin
		if (state_r == IDLE) begin
			random_w = random_r;
			state_w = IDLE;
			counter_w = 0;
			random_seed_w = random_seed_r;
		end else begin
			counter_w = counter_r + 1;
			case(counter_r)
				 5000000,
				10000000,
				15000000,
				20000000,
				25000000,
				30000000,
				37000000,
				46000000,
				57000000,
				70000000,
				85000000,
				102000000,
				121000000,
				142000000: 	begin
									random_seed_w = random_seed_r * 16807 % 2147483647;
									random_w = random_seed_r[23:6] % 16;
									state_w = state_r;
								end
				142000001:	begin
									state_w = IDLE;
									random_w = random_r;
									random_seed_w = random_seed_r;
								end
						default: begin
									random_w = random_r;
									state_w = state_r;
									random_seed_w = random_seed_r;
									end
					endcase
		end
		if (i_start) begin
			state_w = RUN;
			counter_w = 0;
		end
	end
	always_ff @(posedge i_clk or negedge i_rst) begin
		if (!i_rst) begin
			state_r <= IDLE;
			random_r <= 0;
			counter_r <= 0;
			random_seed_r <= 32134;
			end
		else begin
			counter_r <= counter_w;
			state_r <= state_w;
			random_r <= random_w;
			random_seed_r <= random_seed_w;
			end
	end
endmodule
==> results.txt <==
flow finished, numbers: outcome=complete, no violations, count of warnings emitted by yosys=1, count of cells resized by post-cts repair=0, data arrival time of the worst path=about 9.7 ns, standard cell core area=22000 sq um, stage-log warning count=29, share of the clock period used by the worst path after layout=60.4%, min-delay worst type=register to register, number of detailed-route iterations in the first pass=5, endpoints failing hold=0, buffering stage count on the worst path with inverters included=6, area of combinational cells with multiple inputs=8500 sq um, CP Data Required Time=around 16 ns, most frequent CP cell=inv_1, number of endpoints failing setup at the final stage=0, dominant delay contributor by cell family on the critical path=adder cells, Non-Filler Cell Area, Final=12000 sq um, root cell of the clock tree=clkbuf_16, DRC violations left=0, Max FO, Critical Path=13, overflow left after global routing=0, clock latency on the worst-skew pair=0.35 ns, synthesized area=11400 sq um, number of buffers inserted by post-CTS setup repair=0, clock tree from TritonCTS=done, unrepaired setup endpoints after global routing=no, relative slew slack=47.7%, largest area contributor in the synthesized netlist=fa_1, cells after synthesis=1325, share of the synthesized area in the top cell type=19.9%, number of vias after detailed routing=9051, Final min period=9.48 ns, skew final=around 0.011 ns, input/output buffers=6, mux contribution to synthesized area=1.31%, global router's overall resource usage=27.1%, dpl cell area=11700 sq um, final antenna-violating net count=0, total power density per cell area=around 54 nW/um^2, Fmax achieved=about 110 MHz, top post-synthesis cells by count=inv_1, ha_1, fa_1, ys cells=1325, critical path startpoint category=register, total cell area reported by yosys after synthesis=11400 sq um, number of flops mapped to enable cells by yosys=0, xor/xnor cell area share of the yosys netlist=under 10%, sequential cell area in the final layout=between 1500 and 2000 sq um, die span in y=153 um, placer congestion estimate=0.985, Most used DFF post-synth=dfrtp_1, via count of the first global-routing pass=9131, clock slew at the register clock pins of the worst setup and hold paths=around 0.06 ns, Floorplan Utilization=roughly 52%, share of synthesized cell area in full adder, half adder and majority cells=a little over a third, total wirelength of the detailed-routed design=28600 um, global-route wire length before repair=47800 um, Worst IR Drop VDD=0.0000478 V, largest stage delay on the critical path=0.71 ns, largest combinational cell category by area=adder cells, die x size=153 um, layout cell share with drive strength beyond 1=6.11%, largest net degree at the start of global routing=~46, Clock Tree Buf Depth=2, Worst Tran Pin Value=0.775 ns, post-synthesis simple-gate area fraction=20.0%, H-tree depth=3, I/O pin cnt=7, AND-OR/OR-AND share of the synthesized area=a little under an eighth, clock buffers created by TritonCTS=9, top post-synthesis cells by area=fa_1, ha_1, dfrtp_1, max-capacitance violation count=0, vias per inst=5.69, leakage component of the power=5.75 nW, # hold bufs at CTS=0, most repeated cell in the gate-level netlist after synthesis=inv_1, signed area change from the synthesized netlist to the final layout=5.26%, tally of filler cells in the layout=2052, total power=0.642 mW, fin. max-slew vios=0, Sum Neg Setup Slack=0 ns, register bit total from synthesis=69, Antenna diodes=0, Post-synth seq share=roughly 15%, class of the most critical setup path=register to register, number of clock sinks=69, floorplan row count=54, initial antenna violation count=0, number of distinct library cells after synthesis=90, worst-path cell with the longest stage delay=dfstp_2, initial detailed-routing violation count=about 440, area enclosed by the die boundary=around 23000 sq um, worst hold-check slack=0.499 ns, Worst Setup End Kind=register, Async S/R FF share, synth=roughly 100%, post-layout util=54.3%, post-detailed-route wirelength per cell=about 18 um, hpwl dp=23000 um, Mean Syn Cell Area=8.57 sq um
==> worst paths after layout <==
kind	startpoint	endpoint	slack (ns)	cells past startpoint
setup / recovery	random_seed_r[13]	random_seed_r[17]	6.22	30
hold / removal	random_r[3]	random_r[3]	0.50	2
setup reg to reg	random_seed_r[13]	random_seed_r[17]	6.22	30
hold reg to reg	random_r[3]	random_r[3]	0.50	2
max in group asynchronous	i_rst	random_seed_r[7]	12.04	2
min in group asynchronous	i_rst	counter_r[31]	2.79	1
==> layout by cell type, fill, tap and decap left out, types with 6 or more instances in the layout <==
master	synthesis	final
or2_2	6	6
nor2_1	89	89
a31oi_1	11	11
a211oi_1	11	11
clkbuf_16	0	9
a21oi_1	57	57
ha_1	141	141
dfstp_2	10	10
o31ai_1	7	7
nor4_1	21	20
o21a_1	8	8
buf_4	0	10
nor2b_1	15	14
fa_1	113	113
or3_1	15	15
nor3_1	27	27
and3_1	14	14
nand2_1	83	83
o21ai_0	33	33
inv_1	253	253
and2_1	10	10
xor2_1	39	39
nand4_1	35	35
mux2i_1	7	7
o211ai_1	13	13
dfrtp_1	59	59
xnor2_1	42	42
and4_1	11	11
nand3_1	29	29
nand2b_1	8	8
nor4b_1	11	10
==> flip-flops by register name, indices dropped and copies added (netlist names) <==
| signal | count |
|---|---|
| random_seed_r | 32 |
| random_r | 4 |
| state_r | 1 |
| counter_r | 32 |
==> layout make-up <==
| class | instances | area share (%) |
|---|---|---|
| clock inverter | 7 | 0.544 |
| tap | 280 | 2.93 |
| multi-input combinational | 957 | 71.1 |
| inverter | 253 | 7.95 |
| clock buffer | 9 | 1.88 |
| timing repair buffer | 15 | 1.05 |
| sequential | 69 | 14.6 |
==> per-stage QoR <==
step | setup slack [ns] | cells
final | 6.22 | 1590
after global routing | 5.71 | 1590
after CTS | 6.36 | 1590
after detailed placement | 6.40 | 1574
after global placement | 6.45 | 1574
after floorplan | 7.45 | 1325
==> metal layers <==
metal / track usage [%] / vias to the layer above / share of wire, %
met5: 0 / - / 0
met4: 4.47 / 0 / 2.0
met3: 3.74 / 40 / 4.7
met2: 43.5 / 219 / 47
met1: 41.3 / 4342 / 46
li1: - / 4450 / -
==> worst reg2reg max path: cells and delay by family, from the launching register on <==
family / cells / cell delay [ns]
adders and majority gates: 8 / 3.62
and+or+nand+nor: 11 / 3.27
AOI/OAI and AO/OA: 4 / 1.03
DFF: 1 / 0.71
buffers and inverters: 6 / 0.42
xor gates and xnor gates: 1 / 0.29
==> power breakdown <==
group | leakage (nW) | switching, mW | internal, mW
sequential | 0.923 | 0.00990 | 0.182
clock | 0.140 | 0.0922 | 0.111
combinational | 4.68 | 0.155 | 0.0928
total | 5.75 | 0.257 | 0.385
==> cells by family (layout without fill, tap and decap cells) <==
family                   count (synthesis)  in the layout
XOR/XNOR                                81             81
flip-flops                              69             69
adder cells (fa/ha/maj)                254            254
multiplexers                            13             13
buffers and inverters                  299            284
AND-OR/OR-AND                          195            195
AND/OR/NAND/NOR                        414            414
Power and IR drop assume default switching activity.
