[config.mk]
export PLATFORM = sky130hd
export DESIGN_NAME = Rsa256Wrapper
export DESIGN_NICKNAME = Rsa256Wrapper
export VERILOG_FILES = /design/flow/design.v
export SDC_FILE = /design/flow/constraint.sdc
export NUM_CORES = 4
export LEC_CHECK = 1
export CORE_UTILIZATION = 50
[constraint.sdc]
current_design Rsa256Wrapper

set clk_period 126.2
set clk_io_pct 0.2

create_clock -name clk0 -period $clk_period [get_ports {avm_clk}]

set non_clock_inputs [all_inputs -no_clocks]
set_input_delay [expr $clk_period * $clk_io_pct] -clock clk0 $non_clock_inputs
set_output_delay [expr $clk_period * $clk_io_pct] -clock clk0 [all_outputs]
[design.v]
module Rsa256Core(
    input  i_clk,
    input  i_rst,
    input  i_start,
    input  [255:0] i_a,
    input  [255:0] i_e,
    input  [255:0] i_n,
    output [255:0] o_a_pow_e,
    output o_finished
);
    enum {IDLE, MOD_PROD, MONT, MONT_CAL, DONE} state_w, state_r;
    logic [255:0] ans_r, ans_w, t_w, t_r;
	logic [255:0] a_r, a_w, e_r, e_w, n_r, n_w;
	logic [  8:0] k_r, k_w;  
	logic [  1:0] mc_r, mc_w; 
    logic         finished_w, finished_r;
    logic [255:0] result_mod_prod, result_mod;
    logic         start_mod_prod_r, start_mod_prod_w;
    logic         finish_mod_prod;
    logic [255:0] result_mont_1, result_mont_2;
    logic         start_mont_1_r, start_mont_1_w, start_mont_2_r, start_mont_2_w;
    logic         finish_mont_1, finish_mont_2;
    logic [255:0] a_mont_1_w, a_mont_1_r, a_mont_2_w, a_mont_2_r;
    logic [255:0] b_mont_1_w, b_mont_1_r, b_mont_2_w, b_mont_2_r;
    ModuloProduct modulo_product(
        .i_clk(i_clk),
        .i_rst(i_rst),
        .i_start(start_mod_prod_r),
        .i_n({1'b0,n_r}),  
        .i_a({1'b1,{256{1'b0}}}),  
        .i_b({1'b0,a_r}),
        .o_result(result_mod_prod),
        .o_finished(finish_mod_prod)
    );
    Mongomery mongomery_1(
        .i_clk(i_clk),
        .i_rst(i_rst),
        .i_start(start_mont_1_r),
        .i_a(a_mont_1_r),
        .i_b(b_mont_1_r),
        .i_n(n_r),
        .o_result(result_mont_1),
        .o_finished(finish_mont_1)
    );
    Mongomery mongomery_2(
        .i_clk(i_clk),
        .i_rst(i_rst),
        .i_start(start_mont_2_r),
        .i_a(a_mont_2_r),
        .i_b(b_mont_2_r),
        .i_n(n_r),
        .o_result(result_mont_2),
        .o_finished(finish_mont_2)
    );
    assign o_finished = finished_r;
    assign o_a_pow_e = ans_r;
    always_comb begin
        state_w = state_r;
		ans_w = ans_r;
		t_w = t_r;
		a_w = a_r;
		e_w = e_r;
		n_w = n_r;
    	k_w = k_r;  
        finished_w = finished_r;
        start_mod_prod_w = start_mod_prod_r;
    	start_mont_1_w = start_mont_1_r;
		start_mont_2_w = start_mont_2_r;
    	a_mont_1_w = a_mont_1_r;
	   	a_mont_2_w = a_mont_2_r;
    	b_mont_1_w = b_mont_1_r;
	   	b_mont_2_w = b_mont_2_r;
		mc_w = mc_r;
        case (state_r)
            IDLE: begin
                finished_w = 0;
                ans_w = 0;
            end
            MOD_PROD: begin
                start_mod_prod_w = 0;
                if (finish_mod_prod == 1) begin
                    state_w = MONT;
                    t_w = result_mod_prod;
                end
            end
            MONT: begin
                if (e_r[k_r] == 1) begin
					start_mont_1_w = 1;
					a_mont_1_w = ans_r;
					b_mont_1_w = t_r;
                end else begin
					mc_w = mc_r + 1;
				end
				start_mont_2_w = 1;
			    a_mont_2_w = t_r;
				b_mont_2_w = t_r;
				state_w = MONT_CAL;
            end
			MONT_CAL: begin
				start_mont_1_w = 0;
				start_mont_2_w = 0;
				if (finish_mont_1) begin
					mc_w[0] = 1;
					ans_w = result_mont_1;
				end
				if (finish_mont_2) begin
					mc_w[1] = 1;
					t_w = result_mont_2;
				end
				if (mc_r == 3) begin
					if (k_r == 255) begin
						state_w = DONE;
						finished_w = 1;
						mc_w = 0;
						k_w = 0;
					end else begin
						state_w = MONT;
						mc_w = 0;
						k_w = k_r + 1;
					end
				end
			end
            DONE: begin
                state_w = IDLE;
                finished_w = 0;
            end
		endcase
        if (i_start) begin
            state_w = MOD_PROD;
			start_mod_prod_w = 1;
            ans_w = 1;
            k_w = 0;
			a_w = i_a;
			e_w = i_e;
			n_w = i_n;
			mc_w = 0;
		end
    end
    always_ff @(posedge i_clk or posedge i_rst) begin
        if (i_rst) begin
            ans_r <= 1;
            state_r <= IDLE;
			t_r <= 0;
			k_r <= 0;
			finished_r <= 0;
	   	    start_mod_prod_r <= 0;
   		 	start_mont_1_r <= 0;
			start_mont_2_r <= 0;
    		a_mont_1_r <= 0;
		   	a_mont_2_r <= 0;
    		b_mont_1_r <= 0;
	   		b_mont_2_r <= 0;
			a_r <= 0;
			e_r <= 0;
			n_r <= 0;
			mc_r <= 0;
			end else begin
	        state_r <= state_w;
			ans_r <= ans_w;
			t_r <= t_w;
   	 		k_r <= k_w;  
   	    	finished_r <= finished_w;
   	    	start_mod_prod_r <= start_mod_prod_w;
   		 	start_mont_1_r <= start_mont_1_w;
			start_mont_2_r <= start_mont_2_w;
   		 	a_mont_1_r <= a_mont_1_w;
		   	a_mont_2_r <= a_mont_2_w;
    		b_mont_1_r <= b_mont_1_w;
	   		b_mont_2_r <= b_mont_2_w;
			a_r <= a_w;
			e_r <= e_w;
			n_r <= n_w;
			mc_r <= mc_w;
        end
    end
endmodule
module Mongomery(
	input  i_clk,
    input  i_rst,
    input  i_start,
    input  [255:0] i_a,
    input  [255:0] i_b,
    input  [255:0] i_n,
    output [255:0] o_result,
    output         o_finished
);
    enum  {IDLE, RUN, DONE} state_w, state_r;
    logic [257:0] result_w, result_r;
    logic [257:0] cal_w, cal_r;
	 logic [255:0] a_w, a_r, b_w, b_r, n_w, n_r;
    logic [257:0] tmp_1, tmp_2;
    logic         finished_w, finished_r;
    logic [  8:0] counter_w, counter_r;  
    assign o_finished = finished_r;
    assign o_result = result_r[255:0];
	 assign tmp_1 = (b_r[counter_r])? (cal_r + a_r) : cal_r;
	 assign tmp_2 = (tmp_1 & 1)? (tmp_1 + n_r) : tmp_1;
    always_comb begin
        result_w = result_r;
        finished_w = finished_r;
        cal_w = cal_r;
        state_w = state_r;
        counter_w = counter_r;
		  a_w = a_r;
		  b_w = b_r;
		  n_w = n_r;
        case (state_r)
            IDLE:   begin
                        if (i_start) begin
                            state_w = RUN;
							a_w = i_a;
							b_w = i_b;
							n_w = i_n;
							counter_w = 0;
							cal_w = 0;
						end
                    end
            RUN:    begin                      
                        cal_w = tmp_2 >> 1;
                        if (counter_r == 255) begin
                            state_w = DONE;
                            finished_w = 1;
                            counter_w = 0;
                            if (cal_w >= n_r) begin
                                result_w = cal_w - n_r;
                            end else begin
                                result_w = cal_w;
                            end
                        end else begin
                            counter_w = counter_r + 1;
                        end
                    end
            DONE:   begin
                        finished_w = 0;
                        state_w = IDLE;
                    end
        endcase  
    end
    always_ff @(posedge i_clk or posedge i_rst) begin
        if (i_rst) begin
            state_r <= IDLE;
            counter_r <= 0;
            finished_r <= 0;
            result_r <= 0;
            cal_r <= 0;
			a_r <= 0;
			b_r <= 0;
			n_r <= 0;
        end else begin 
            state_r <= state_w;
            counter_r <= counter_w;
            finished_r <= finished_w;
            result_r <= result_w;
            cal_r <= cal_w;
			a_r <= a_w;
			b_r <= b_w;
			n_r <= n_w;
        end 
    end
endmodule
module ModuloProduct(
    input  i_clk,
    input  i_rst,
    input  i_start,
    input  [256:0] i_n,
    input  [256:0] i_a,
    input  [256:0] i_b,
    output [255:0] o_result,  
    output         o_finished
);
    enum  {IDLE, RUN, DONE} state_w, state_r;
    logic [256:0] result_w, result_r;
    logic [256:0] cal_w, cal_r;
    logic [256:0] tmp_1;
    logic         finished_w, finished_r;
    logic [  8:0] counter_w, counter_r;  
    assign o_finished = finished_r;
    assign o_result = result_r[255:0];
	 assign tmp_1 = cal_r << 1;
    always_comb begin
        result_w = result_r;
        finished_w = finished_r;
        cal_w = cal_r;
        state_w = state_r;
        counter_w = counter_r;
        case (state_r)
            IDLE:   begin
                        if (i_start) begin
                            state_w = RUN;
							cal_w = i_b;
                        end
                    end
            RUN:    begin
                        if (tmp_1 >= i_n) begin
                            cal_w = tmp_1 - i_n;
                        end else begin
                            cal_w = tmp_1;
                        end
                        if (counter_r == 255) begin
                            state_w = DONE;
                            finished_w = 1;
                            counter_w = 0;
                            if (cal_w >= i_n) begin
                                result_w = cal_w - i_n;
                            end else begin
                                result_w = cal_w;
                            end
                        end else begin
                            counter_w = counter_r + 1;
                        end
                    end
            DONE:   begin
                        finished_w = 0;
                        state_w = IDLE;
                    end
        endcase  
    end
    always_ff @(posedge i_clk or posedge i_rst) begin
        if (i_rst) begin
            state_r <= IDLE;
            counter_r <= 0;
            finished_r <= 0;
            result_r <= 0;
            cal_r <= 0;
        end else begin 
            state_r <= state_w;
            counter_r <= counter_w;
            finished_r <= finished_w;
            result_r <= result_w;
            cal_r <= cal_w;
        end 
    end
endmodule
module Rsa256Wrapper(
	input avm_rst,
	input avm_clk,
	output [4:0] avm_address,
	output avm_read,
	input [31:0] avm_readdata,
	output avm_write,
	output [31:0] avm_writedata,
	input avm_waitrequest
);
	localparam RX_BASE     = 0*4;
	localparam TX_BASE     = 1*4;
	localparam STATUS_BASE = 2*4;
	localparam TX_OK_BIT = 6;
	localparam RX_OK_BIT = 7;
	localparam S_GET_KEY = 0;
	localparam S_GET_DATA = 1;
	localparam S_WAIT_CALCULATE = 2;
	localparam S_SEND_DATA = 3;
	localparam S_GET_READ = 4;
	localparam S_GET_WRITE = 5;
	logic [255:0] n_r, n_w, e_r, e_w, enc_r, enc_w, dec_r, dec_w;
	logic [2:0] state_r, state_w;
	logic [6:0] bytes_counter_r, bytes_counter_w;
	logic [4:0] avm_address_r, avm_address_w;
	logic avm_read_r, avm_read_w, avm_write_r, avm_write_w;
	logic read_ne_w, read_ne_r;
	logic rsa_start_r, rsa_start_w;
	logic rsa_finished;
	logic [255:0] rsa_dec;
	assign avm_address = avm_address_r;
	assign avm_read = avm_read_r;
	assign avm_write = avm_write_r;
	assign avm_writedata = dec_r[247-:8];
	Rsa256Core rsa256_core(
		.i_clk(avm_clk),
		.i_rst(avm_rst),
		.i_start(rsa_start_r),
		.i_a(enc_r),
		.i_e(e_r),
		.i_n(n_r),
		.o_a_pow_e(rsa_dec),
		.o_finished(rsa_finished)
	);
	task StartRead;
		input [4:0] addr;
		begin
			avm_read_w = 1;
			avm_write_w = 0;
			avm_address_w = addr;
		end
	endtask
	task StartWrite;
		input [4:0] addr;
		begin
			avm_read_w = 0;
			avm_write_w = 1;
			avm_address_w = addr;
		end
	endtask
	task Reset;
		begin
			avm_read_w = 0;
			avm_write_w = 0;
		end
	endtask
	always_comb begin
		n_w = n_r;
		e_w = e_r;
		enc_w = enc_r;
		dec_w = dec_r;
		avm_address_w = avm_address_r;
		avm_read_w = avm_read_r;
		avm_write_w = avm_write_r;
		state_w = state_r;
		bytes_counter_w = bytes_counter_r;
		rsa_start_w = rsa_start_r;
		read_ne_w = read_ne_r;
		case (state_r)
			S_GET_READ: begin
				StartRead(STATUS_BASE);
				if (avm_waitrequest == 1'b0 && avm_read_r == 1'b1) begin
					if (avm_readdata[RX_OK_BIT] == 1'b1) begin
						StartRead(RX_BASE);
						if (read_ne_r == 1'b1) begin
							state_w = S_GET_KEY;
						end else begin
							state_w = S_GET_DATA;
						end
					end
				end
			end
			S_GET_WRITE: begin
				StartRead(STATUS_BASE);
				if (avm_waitrequest == 1'b0 && avm_read_r == 1'b1) begin
					if (avm_readdata[TX_OK_BIT] == 1'b1) begin
						StartWrite(TX_BASE);
						state_w = S_SEND_DATA;
					end
				end
			end
			S_GET_KEY: begin
				if (avm_waitrequest == 1'b0 && avm_read_r == 1'b1) begin
					Reset();
					bytes_counter_w = bytes_counter_r + 1;
					state_w = S_GET_READ;
					if (bytes_counter_r < 32) begin
						n_w = n_r << 8;
						n_w[7:0] = avm_readdata[7:0];
					end else if (bytes_counter_r < 64) begin
						e_w = e_r << 8;
						e_w[7:0] = avm_readdata[7:0];
					end
					if (bytes_counter_r == 63) begin
						read_ne_w = 1'b0;
						bytes_counter_w = 0;
					end
				end
			end
			S_GET_DATA: begin
				if (avm_waitrequest == 1'b0 && avm_read_r == 1'b1) begin
					Reset();
					if (bytes_counter_r < 32) begin
						bytes_counter_w = bytes_counter_r + 1;
						enc_w = enc_r << 8;
						enc_w[7:0] = avm_readdata[7:0];
						state_w = S_GET_READ;
					end
					if (bytes_counter_r == 31) begin
						bytes_counter_w = 0;
						rsa_start_w = 1'b1;
						state_w = S_WAIT_CALCULATE;
					end
				end
			end
			S_WAIT_CALCULATE: begin
				rsa_start_w = 1'b0;
				if (rsa_finished == 1'b1) begin
					dec_w = rsa_dec;
					state_w = S_GET_WRITE;
				end
			end
			S_SEND_DATA: begin
				if (avm_waitrequest == 1'b0 && avm_write_r == 1'b1) begin
					Reset();
					if (bytes_counter_r < 30) begin
						bytes_counter_w = bytes_counter_r + 1;
						dec_w = dec_r << 8;
						state_w = S_GET_WRITE;
					end else if (bytes_counter_r == 30) begin
						bytes_counter_w = 0;
						state_w = S_GET_READ;
					end
				end
			end
		endcase
	end
	always_ff @(posedge avm_clk or posedge avm_rst) begin
		if (avm_rst) begin
			n_r <= 0;
			e_r <= 0;
			enc_r <= 0;
			dec_r <= 0;
			avm_address_r <= STATUS_BASE;
			avm_read_r <= 1;
			avm_write_r <= 0;
			state_r <= S_GET_READ;
			bytes_counter_r <= 0;
			rsa_start_r <= 0;
			read_ne_r <= 1;
		end else begin
			n_r <= n_w;
			e_r <= e_w;
			enc_r <= enc_w;
			dec_r <= dec_w;
			avm_address_r <= avm_address_w;
			avm_read_r <= avm_read_w;
			avm_write_r <= avm_write_w;
			state_r <= state_w;
			bytes_counter_r <= bytes_counter_w;
			rsa_start_r <= rsa_start_w;
			read_ne_r <= read_ne_w;
		end
	end
endmodule
[run.sh]
#!/bin/bash
# OpenROAD 26Q1-2900-gdf79404cd8, Yosys 0.63+post, stock flow scripts
make -C /OpenROAD-flow-scripts/flow DESIGN_CONFIG=/design/flow/config.mk WORK_HOME=/design/flow/orfs finish
==> impl_metrics.yaml <==
# implementation run metrics
critical_path:
  crit_path_start_kind: "primary input"
  cpPeakStageDelay_ns: 0.73
  r2r-start: "rsa256_core.mongomery_1.counter_r[0]"
  crit_type: "in -> async"
  cp-startpoint: "avm_rst"
  cp.arrival_ns: 33.14
  cpMostUsedCell: "buf_4"
  endpoint_kind: "async pin"
  path_max_fanout: 116
  crit_required_ns: 127.48
  timing.critical_path.buf_inv: 13
  cpLargestDelayFamily: "buffers and inverters"
  path_cells: "clkdlybuf4s50_1 -> clkinvlp_4 -> buf_4 -> buf_4 -> buf_12 -> buf_4 -> buf_4 -> buf_12 -> buf_4 -> buf_4 -> buf_4 -> buf_4 -> buf_4"
  cp_slowest_cell: "buf_4"
global_routing:
  grt_pass1_vias: 323002
  gr-usage-met1_pct: 54.3
  grt_pass1_wl_mm: 2230
  antenna_found_initial: 101
  gr-total-overflow: 0
  top_usage_layer: "met2"
  grt_max_degree: 154
  track_usage_pct: 40.8
  met2_usage_pct: 60.7
  met3_usage_pct: 11.7
synth:
  synth.distinct_cells: 105
  ys.flops: 5960
  ys_cells: 43347
  ys_warn_count: 4
  synth_area_um2: 386000
  edf_count: 0
  synthCells: 43347
  ff_type: "dfrtp_1"
  synthArstFlopShare_pct: 100
  ys_seq_share_pct: 38.6
  syn-mean-instance-area_um2: 8.91
  yosysChipArea_um2: 386000
final_timing:
  finClkSkew_ns: 0.118
  period_used_pct: 25.2
  hold_viol: 0
  rsz0062_at_grt: "false"
  worstMarginPinSlew_ns: 1.46
  period_needed_ns: 31.85
  fmax_mhz: 31.4
  fin_tns_setup_ns: 0
  slew_viol_final: 0
  relSlewSlack_pct: 1.73
  setup_violations: 0
routing:
  vias: 331053
  wl_mm: 1550
  drcViolationCount: 0
  avgRoutedWirePerCell_um: 29.1
  vias_per_cell: 6.24
  drtPass1Iterations: 13
  drtIter0Drc: 27977
  antenna_left: 0
clock_tree:
  cts_setup_buffers: 0
  clk_pin_slew_worst_paths_ns: 0.06
  cts_resized: 0
  cts_sinks: 5960
  cts_hold_buf: 0
  clk_latency_ns: 1.21
  cts-root-buf: "clkbuf_16"
  cts_tree: "done"
  clockBufferDepth: 4
  htreeDepth: 6
  cts_made_buffers: 638
power:
  switching_power_uw: 898
  combinationalPowerShare_pct: 2.1
  p_leak_uw: 0.205
  power_frac_clock_pct: 49.8
  max-vdd-ir-drop_mv: 0.0189
  p_per_area_nw_per_um2: 9.50
  switching_share_pct: 22.6
  seqPwrFrac_pct: 48.1
  finalPower_uw: 3980
  p_int_uw: 3080
min_path:
  hp-class: "reg -> reg"
  min_from: "rsa256_core.mongomery_1.state_r[1]"
finish:
  area_growth_pct: 8.49
  final_cells: 53041
  drive_above_1_share_pct: 13.0
  top_regs: "rsa256_core.mongomery_1.cal_r x257, rsa256_core.mongomery_2.cal_r x257"
  fin_util_pct: 54.5
flow_run:
  warning_count: 136
  maxCapViolations: 0
place:
  port_buffers: 22
  place.gp.congestion: 1.08
  dp.final_hpwl_mm: 1240
  place_inst: 51808
die:
  io_pins: 74
  fp_util_pct: 50.2
  die-height_um: 881
  core_area_um2: 769000
  rows: 322
  die_w_um: 881
  dieArea_um2: 776000
run_status:
  outcome: "complete, no violations"
==> layout by cell type, fill, tap and decap left out, drive strengths merged, types with 218 or more instances in the layout <==
cell type | synthesis | final
dfrtp | 5951 | 5951
nand2 | 4854 | 4854
a21oi | 4716 | 4716
o21ai | 4576 | 4576
mux2 | 3211 | 3211
nor2 | 3127 | 3127
ha | 2052 | 2052
inv | 1806 | 1862
xnor2 | 1303 | 1303
a21o | 1152 | 1152
nand4 | 1080 | 1080
mux2i | 957 | 957
buf | 280 | 947
clkbuf | 2460 | 871
o21bai | 719 | 719
xor2 | 717 | 717
a22o | 687 | 687
nor3 | 460 | 460
nand3 | 310 | 310
o21a | 254 | 254
nand2b | 218 | 218
==> per-stage QoR <==
stage	setup WS [ns]	instance area, um^2	hold slack [ns]
floorplan	17.81	386000	0.409
CTS	94.11	419000	0.436
finish	94.35	419000	0.435
global placement	93.04	396000	0.432
detailed placement	92.91	396000	0.429
global route	93.33	419000	0.456
==> final timing paths <==
| check | endpoint | slack (ns) | cells after the start |
|---|---|---|---|
| max | rsa256_core.a_mont_2_r[167] | 94.35 | 13 |
| min | rsa256_core.mongomery_1.finished_r | 0.43 | 1 |
| max reg2reg | rsa256_core.mongomery_1.result_r[44] | 103.40 | 70 |
| min reg2reg | rsa256_core.mongomery_1.finished_r | 0.43 | 1 |
| max in group clk0 | n_r[200] | 96.96 | 9 |
| min in group asynchronous | rsa256_core.a_mont_1_r[35] | 24.62 | 2 |
==> power groups by stage <==
stage                 clock network, uW  registers, uW  logic (uW)
final                              1980           1920        83.2
after global routing               2080           1920        92.7
after CTS                          2000           1920        85.0
==> final cells by class <==
type	count	area [um^2]
clock buffers	871	18200
fillers	66189	350000
diodes	79	198
clock inverters	283	4150
flip-flops and latches	5960	149000
well taps	10206	12800
inverters	1806	6790
repair buffers	969	7650
multi-input cells	32867	220000
==> logic make-up (layout without fill, tap and decap cells) <==
group / Yosys count / after routing / share of synthesized area [%]
compound gates: 13522 / 13522 / 20.7
xor+xnor: 2020 / 2020 / 4.58
fa+ha+maj: 2060 / 2060 / 6.69
buf+inv: 4546 / 3929 / 4.54
flops: 5960 / 5960 / 38.6
mux: 4274 / 4274 / 12.5
other cells: 1 / 106 / 0.000971
simple gates: 10964 / 10964 / 12.4
==> Yosys cell counts (719+ instances only) <==
cell	instances	share of area, %
ha_1	2052	6.6
o21ai_0	4008	5.2
a21o_1	1152	2.2
a21oi_1	4715	6.1
xnor2_1	1303	3.0
nand4_1	1080	1.7
clkbuf_1	2460	2.4
o21bai_1	719	1.4
mux2_2	3202	9.3
mux2i_1	957	2.5
dfrtp_1	5951	39
nor2_1	3127	3.0
inv_1	1803	1.8
nand2_1	4854	4.7
==> routing by layer <==
layer,up-vias,part of all wire (%)
met2,12460,44
met1,162172,39
li1,152996,-
met5,-,0.040
met3,3341,8.4
met4,84,7.8
Power is estimated from default activity; no workload was simulated.
